==> flow/design.v <==
module Lab2_borrow_lookahead_sub(output [3:0]Diff,output Bout,input [3:0]X,Y,input Bin);
	wire g0,g1,g2,g3,p0,p1,p2,p3,b1,b2,b3;
	assign g0=(!X[0])&&Y[0];
	assign g1=(!X[1])&&Y[1];
	assign g2=(!X[2])&&Y[2];
	assign g3=(!X[3])&&Y[3];
	assign p0=!((X[0]&&(!Y[0]))||((!X[0])&&Y[0]));
	assign p1=!((X[1]&&(!Y[1]))||((!X[1])&&Y[1]));
	assign p2=!((X[2]&&(!Y[2]))||((!X[2])&&Y[2]));
	assign p3=!((X[3]&&(!Y[3]))||((!X[3])&&Y[3]));
	assign b1=(Bin&&p0)||g0;
	assign b2=(Bin&&p0&&p1)||(g0&&p1)||g1;
	assign b3=(Bin&&p0&&p1&&p2)||(g0&&p1&&p2)||(g1&&p2)||g2;
	assign Bout=(Bin&&p0&&p1&&p2&&p3)||(g0&&p1&&p2&&p3)||(g1&&p2&&p3)||(g2&&p3)||g3;	
	assign Diff[0]=((!p0)&&(!Bin))||((p0)&&(Bin));
	assign Diff[1]=((!p1)&&(!b1))||((p1)&&(b1));
	assign Diff[2]=((!p2)&&(!b2))||((p2)&&(b2));
	assign Diff[3]=((!p3)&&(!b3))||((p3)&&(b3));
endmodule
==> flow/run.sh <==
#!/bin/bash
# OpenROAD 26Q1-2900-gdf79404cd8, Yosys 0.63+post, stock flow scripts
make -C /OpenROAD-flow-scripts/flow DESIGN_CONFIG=/design/flow/config.mk WORK_HOME=/design/flow/orfs finish
==> flow/config.mk <==
export PLATFORM = sky130hd
export DESIGN_NAME = Lab2_borrow_lookahead_sub
export DESIGN_NICKNAME = Lab2_borrow_lookahead_sub
export VERILOG_FILES = /design/flow/design.v
export SDC_FILE = /design/flow/constraint.sdc
export NUM_CORES = 4
export LEC_CHECK = 1
export CORE_AREA = 10 10 70 70
export DIE_AREA = 0 0 80 80
==> flow/constraint.sdc <==
current_design Lab2_borrow_lookahead_sub

set clk_period 3.1
set clk_io_pct 0.2

create_clock -name clk0 -period $clk_period

set non_clock_inputs [all_inputs -no_clocks]
set_input_delay [expr $clk_period * $clk_io_pct] -clock clk0 $non_clock_inputs
set_output_delay [expr $clk_period * $clk_io_pct] -clock clk0 [all_outputs]
==> impl_metrics.env <==
# physical design summary
export IMPL_grt_max_degree=4
export IMPL_placedCellCount=82
export IMPL_grt_use_met1_pct=1.72
export IMPL_synthCells=20
export IMPL_worst_pin_slew_ns=0.139
export IMPL_layout_setup_ws_ns=0.0876
export IMPL_min_period_ns=3.01
export IMPL_routed_wirelength_um=564
export IMPL_die_h_um=80
export IMPL_grt_use_met3_pct=0.227
export IMPL_ys_warn_count=0
export IMPL_top_cell_area_share_pct=36.5
export IMPL_crit_path_end_kind="output pin"
export IMPL_ys_sh_simple_pct=5.84
export IMPL_cap_violations=0
export IMPL_holdWs_ns=2.15
export IMPL_yosys_area_share_aoi_pct=19.7
export IMPL_flops=0
export IMPL_finalSetupViolations=0
export IMPL_fin_util_pct=11.3
export IMPL_worstSetupStartpointType="input pin"
export IMPL_grt_antenna_before_repair=0
export IMPL_worstPathMaxFanout=2
export IMPL_antenna_cells=0
export IMPL_wl_per_cell_um=6.88
export IMPL_fp_utilization_pct=5.02
export IMPL_viasPerCell=2.23
export IMPL_yosysTopAreaCell="ha_1"
export IMPL_rows=21
export IMPL_ys_types=10
export IMPL_dp_slack_ns=-0.0562
export IMPL_grtUsageTotal_pct=1.66
export IMPL_p_leak_uw=0.000166
export IMPL_flop_area_um2=0
export IMPL_seqPwrFrac_pct=0
export IMPL_drt_initial_drc_count=0
export IMPL_hp_class="in -> out"
export IMPL_ys_cells=20
export IMPL_irDropWorstVdd_uv=14.5
export IMPL_ant_nets=0
export IMPL_comb_power_share_pct=100.0
export IMPL_dp_hpwl_um=575
export IMPL_drc=0
export IMPL_clock_fmax_mhz=332
export IMPL_grtUsageMet2_pct=3.53
export IMPL_internal_power_uw=40.3
export IMPL_min_period_over_period_pct=97.2
export IMPL_numPortBuffers=14
export IMPL_warnings=33
export IMPL_status="complete, no violations"
export IMPL_topCellsByArea="ha_1, xnor2_1, fa_1, inv_1, o211ai_2"
export IMPL_p_per_area_nw_per_um2=154
export IMPL_final_cells=82
export IMPL_clkPwrFrac_pct=0
export IMPL_chipWidth_um=80
export IMPL_grt_first_pass_wirelength_um=848
export IMPL_final_hold_violation_count=0
export IMPL_xor_share_pct=15.3
export IMPL_coreArea_um2=3420
export IMPL_rsz0062_at_grt="false"
export IMPL_drive_above_1_share_pct=16.7
export IMPL_grt_busiest_layer="met2"
export IMPL_mux_area_share_pct=0
export IMPL_avgSynthCellArea_um2=8.57
export IMPL_ys_sh_adder_pct=48.2
export IMPL_ios=14
export IMPL_max_slew_margin_pct=90.7
export IMPL_grt_pass1_vias=181
export IMPL_grt_ovfl_total=0
export IMPL_drv_slew=0
export IMPL_ys_area_um2=171
export IMPL_path_class="in -> out"
export IMPL_die_area_um2=6400
export IMPL_clock_buffers=0
export IMPL_switchingPower_uw=19.1
export IMPL_synth_area_um2=171
export IMPL_syn_to_final_growth_pct=126
export IMPL_gp_congestion=0.635
export IMPL_swShare_pct=32.1
export IMPL_fillers=405
export IMPL_cp_data_required_time_ns=2.48
export IMPL_topCombFamilyByArea="adder cells"
export IMPL_vias=183
export IMPL_worstPathArrival_ns=2.39
export IMPL_ys_seq_share_pct=0
export IMPL_drt_first_pass_iters=1
power groups by stage:
stage	sequential, uW	combinational, uW	clock, uW
4_1_cts	0	61.6	0
5_1_grt	0	66.5	0
6_report	0	59.4	0
area by class of cell:
cell class                 instances  area (um2)  share of cell area [%]
tap                               46        57.6                    14.9
timing repair buffer              16         153                    39.5
inverter                           5        18.8                    4.85
multi-input combinational         15         158                    40.8
metal layers:
| metal | up-vias | part of all wire, % |
|---|---|---|
| met4 | 0 | 0 |
| met3 | 0 | 2.7 |
| met2 | 4 | 59 |
| met1 | 82 | 38 |
| met5 | - | 0 |
| li1 | 97 | - |
synthesized netlist by cell type:
master,count
ha_1,5
inv_1,5
xnor2_1,3
a21o_1,1
a21oi_2,1
fa_1,1
nand2_1,1
nand2b_1,1
o211ai_2,1
o21ai_0,1
worst max-delay path, cell delays in order:
cell and delay (ns):
clkdlybuf4s50_1 0.45, inv_1 0.05, ha_1 0.29, ha_2 0.18, o211ai_2 0.15, nand2_2 0.09
a21o_1 0.17, clkdlybuf4s50_1 0.40
repair_timing:
item / CTS / global route
resized: 4 / 1
pin swaps: 2 / 2
endpoints found under the setup margin: 3 / 1
hold buffers: 0 / 0
buffers inserted: 0 / 0
logic make-up (layout without fill, tap and decap cells):
kind of cell / after synthesis / count (layout)
AND/OR/NAND/NOR: 2 / 2
buffers and inverters: 5 / 21
XOR/XNOR: 3 / 3
adder cells (fa/ha/maj): 6 / 6
AND-OR/OR-AND: 4 / 4
placed cells by master (no fill, tap or decap):
cell,synthesis,routed
clkdlybuf4s50_1,0,12
inv_1,5,5
ha_1,5,4
xnor2_1,3,3
dlygate4sd2_1,0,2
buf_4,0,2
o211ai_2,1,1
a21oi_2,1,1
nand2_2,0,1
a21o_1,1,1
o21ai_1,0,1
nand2b_1,1,1
fa_1,1,1
ha_2,0,1
per-stage QoR:
stage               setup TNS [ns]  instance area, um2  power, uW
floorplan                        0                 171       22.4
global placement           -0.0531                 384       63.7
detailed placement          -0.107                 384       64.5
CTS                              0                 384       61.6
global route                     0                 387       66.5
finish                           0                 387       59.4
final timing paths:
kind,startpoint,endpoint,cells past startpoint
setup / recovery,X[0],Bout,8
hold / removal,X[3],Diff[3],5
Power figures rest on the tool's default switching activity, not on a simulated workload.
