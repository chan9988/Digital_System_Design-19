**design/flow/run.sh**
```bash
#!/bin/bash
# OpenROAD 26Q1-2900-gdf79404cd8, Yosys 0.63+post, stock flow scripts
make -C /OpenROAD-flow-scripts/flow DESIGN_CONFIG=/design/flow/config.mk WORK_HOME=/design/flow/orfs finish
```
**design/flow/config.mk**
```make
export PLATFORM = sky130hd
export DESIGN_NAME = Lab2_BCD_7segment_decoder_dataflow
export DESIGN_NICKNAME = Lab2_BCD_7segment_decoder_dataflow
export VERILOG_FILES = /design/flow/design.v
export SDC_FILE = /design/flow/constraint.sdc
export NUM_CORES = 4
export LEC_CHECK = 1
export CORE_AREA = 10 10 70 70
export DIE_AREA = 0 0 80 80
```
**design/flow/constraint.sdc**
```tcl
current_design Lab2_BCD_7segment_decoder_dataflow

set clk_period 1.7
set clk_io_pct 0.2

create_clock -name clk0 -period $clk_period

set non_clock_inputs [all_inputs -no_clocks]
set_input_delay [expr $clk_period * $clk_io_pct] -clock clk0 $non_clock_inputs
set_output_delay [expr $clk_period * $clk_io_pct] -clock clk0 [all_outputs]
```
**design/flow/design.v**
```verilog
module Lab2_BCD_7segment_decoder_dataflow(output[6:0]A,input [3:0]D);
	assign A[0]=(!D[3]&&D[1])||(!D[3]&&D[2]&&D[0])||(D[3]&&!D[2]&&!D[1])||(!D[2]&&!D[1]&&!D[0]);
	assign A[1]=(!D[3]&&!D[2])||(!D[2]&&!D[1])||(!D[3]&&!D[1]&&!D[0])||(!D[3]&&D[1]&&D[0]);
	assign A[2]=(!D[2]&&!D[1])||(!D[3]&&D[2])||(!D[3]&&D[0]);
	assign A[3]=(!D[3]&&D[2]&&!D[1]&&D[0])||(!D[2]&&!D[1]&&!D[0])||(D[3]&&!D[2]&&!D[1])||(!D[3]&&!D[2]&&D[1])||(!D[3]&&D[1]&&!D[0]);
	assign A[4]=(!D[2]&&!D[1]&&!D[0])||(!D[3]&&D[1]&&!D[0]);
	assign A[5]=(!D[0]&&!D[1]&&!D[3])||(!D[1]&&D[2]&&!D[3])||(!D[0]&&D[2]&&!D[3])||(!D[1]&&!D[2]&&D[3]);
	assign A[6]=(!D[1]&&D[2]&&!D[3])||(!D[1]&&!D[2]&&D[3])||(D[1]&&!D[2]&&!D[3])||(!D[0]&&D[1]&&!D[3]);
endmodule
```
==> impl_metrics.json <==
{
  "slew_violations": 0,
  "slew_headroom": 0.8285,
  "common_cells": "nor3_1 (3), nor3b_1 (2)",
  "grt_pass1_vias": 246,
  "chipArea_um2": 6400,
  "hold_buffers": 0,
  "critPathSlowestCell": "dlygate4sd2_1",
  "diodes": 0,
  "ys_seq_frac": 0,
  "power.leakage_nw": 0.1348,
  "cp_max_fo": 11,
  "yosysTopAreaCellShare": 0.1053,
  "grt_pass1_wl_um": 1207,
  "gr-total-overflow": 0,
  "crit_type": "input pin to primary output",
  "max_slew.worst_pin.slew_ns": 0.2562,
  "status": "finished, final reports clean",
  "ys_top_cells_by_area": "nor3_1 (11%), nor3b_1 (11%), nor4b_2 (11%)",
  "wire_per_inst_um": 7.975,
  "path_buffers": 3,
  "row_count": 21,
  "chipHeight_um": 80,
  "drt_iter0_markers": 13,
  "globalRoute.busiestLayer": "met2",
  "gr-usage-met1": 0.02769,
  "dr_total_vias": 211,
  "synth_cell_types": 16,
  "ir_drop_mv": 0.03268,
  "grtUsageMet3": 0.01932,
  "syn_area_um2": 142.6,
  "drv_cap": 0,
  "fp.dieW_um": 80,
  "period_minus_slack_ns": 1.626,
  "yosys_area_um2": 142.6,
  "cp_data_required_time_ns": 1.36,
  "slowest_delay_ns": 0.24,
  "flop-count": 0,
  "warnings": 32,
  "post-synth-top-area-cell": "nor3_1",
  "met2_usage": 0.03050,
  "finalHoldViolations": 0,
  "core-area_um2": 3416,
  "finalCritPeriodShare": 0.9564,
  "detail_route.vias_per_cell": 2.605,
  "arrival_ns": 1.29,
  "drt-total-wl_um": 646,
  "worst_setup_path_start_kind": "input pin",
  "fin_tns_setup_ns": 0,
  "yosys_cells": 19,
  "clock_buffers": 0,
  "power.density_nw_per_um2": 219.6,
  "dr.pass1.iters": 2,
  "cpLargestDelayFamily": "buffers and inverters",
  "drc": 0,
  "antenna_found_initial": 0,
  "gp_congestion": 0.6464,
  "regArea_um2": 0,
  "grt_max_degree": 12,
  "max_freq_ghz": 0.6150,
  "top_cell": "nor3_1",
  "postRouteAntennaNets": 0,
  "drive_above_1_share": 0.5714,
  "setup_violations": 0,
  "end_kind": "primary output",
  "avgSynthCellArea_um2": 7.507,
  "crit_chain": "clkbuf_4 -> o21a_1 -> buf_4 -> nor3_2 -> dlygate4sd2_1",
  "ys_warn_count": 0,
  "rsz0062_at_grt": "no",
  "syn_to_final_growth_pct": 152.6,
  "grt_usage": 0.02240,
  "p_total_w": 0.00007915,
  "dp_hpwl_um": 527.6,
  "port_buffers": 11,
  "worstHoldPathType": "input pin to primary output",
  "io_pins": 11,
  "synth_cells": 19,
  "initial_core_util": 0.04176
}
through the flow:
| stage | hold WS, ns | instance area [um2] | utilization | cells | worst slack [ns] |
|---|---|---|---|---|---|
| 3_3_place_gp | 1.736 | 329.1 | 0.09634 | 79 | -0.6130 |
| 5_1_grt | 1.241 | 360.3 | 0.1055 | 81 | 0.001225 |
| 2_1_floorplan | 0.6966 | 142.6 | - | 19 | 0.4785 |
| 6_report | 1.198 | 360.3 | 0.1055 | 81 | 0.07409 |
| 4_1_cts | 1.221 | 347.8 | 0.1018 | 81 | 0.04831 |
| 3_5_place_dp | 1.750 | 329.1 | 0.09634 | 79 | -0.6631 |
power breakdown:
group,switching (W),internal [W]
combinational,0.0000321,0.0000471
sequential,0,0
clock,0,0
total,0.0000321,0.0000471
cell usage in the layout (no fill, tap or decap):
| cell type | instances |
|---|---|
| nor3_1 | 1 |
| buf_4 | 7 |
| a21oi_1 | 1 |
| nor3b_2 | 1 |
| nor3_2 | 2 |
| xor2_1 | 1 |
| nor2_1 | 1 |
| nor3b_1 | 1 |
| buf_2 | 3 |
| clkdlybuf4s50_1 | 1 |
| clkbuf_4 | 1 |
| a211oi_2 | 1 |
| dlygate4sd2_1 | 5 |
| a221oi_1 | 1 |
| nor4_2 | 1 |
| nor2b_1 | 1 |
| clkdlybuf4s18_2 | 1 |
| nor4b_4 | 1 |
| o21a_1 | 1 |
| o22ai_2 | 1 |
| and3_4 | 1 |
| nand2b_1 | 1 |
path summary, 6_finish.rpt:
kind | from | endpoint | depth (start not counted)
worst min-delay path | D[2] | A[5] | 3
worst max-delay path | D[2] | A[0] | 5
final cells by class:
class              instances  area (um2)
fillers                  408        3055
repair buffers            18       138.9
well taps                 46       57.56
multi-input cells         17       163.9
timing repair:
action / in CTS / in global routing
cloned: 0 / 0
setup buffers: 2 / 0
endpoints found under the hold margin: 0 / 0
resized: 31 / 4
pin swaps: 1 / 1
setup endpoints to repair: 7 / 3
cells by family after synthesis:
logic type,synth area share
and+or+nand+nor,0.5614
AOI/OAI and AO/OA,0.2457
buffers and inverters,0.1316
xor gates and xnor gates,0.06141
routing by layer:
metal	vias to the layer above	routed length, um
met5	-	0
met4	0	0
met3	0	156
met2	10	203
met1	94	285
li1	107	-
Power is estimated from default activity; no workload was simulated.
