File: config.mk
export PLATFORM = sky130hd
export DESIGN_NAME = Lab2_ripple_borrow_4_bit_sub
export DESIGN_NICKNAME = Lab2_ripple_borrow_4_bit_sub
export VERILOG_FILES = /design/flow/design.v
export SDC_FILE = /design/flow/constraint.sdc
export NUM_CORES = 4
export LEC_CHECK = 1
export CORE_AREA = 10 10 70 70
export DIE_AREA = 0 0 80 80
File: constraint.sdc
current_design Lab2_ripple_borrow_4_bit_sub

set clk_period 5.1
set clk_io_pct 0.2

create_clock -name clk0 -period $clk_period

set non_clock_inputs [all_inputs -no_clocks]
set_input_delay [expr $clk_period * $clk_io_pct] -clock clk0 $non_clock_inputs
set_output_delay [expr $clk_period * $clk_io_pct] -clock clk0 [all_outputs]
File: design.v
module Lab2_full_sub(output D,B,input x,y,z);
	wire b1,b2,b3;
	Lab2_half_sub_gate_level g1(b1,b2,x,y);
	Lab2_half_sub_gate_level g2(D,b3,b1,z);
	or g3(B,b2,b3);
endmodule
module Lab2_half_sub_gate_level(output D,B, input x,y);
	wire x_not;
	not g1(x_not,x);
	and g2(B,x_not,y);
	xor g3(D,x,y);
endmodule
module Lab2_ripple_borrow_4_bit_sub(output [3:0]Diff, output Bout ,input [3:0]X,Y,input Bin);
	wire b1,b2,b3;
	Lab2_full_sub g1(Diff[0],b1,X[0],Y[0],Bin);
	Lab2_full_sub g2(Diff[1],b2,X[1],Y[1],b1);
	Lab2_full_sub g3(Diff[2],b3,X[2],Y[2],b2);
	Lab2_full_sub g4(Diff[3],Bout,X[3],Y[3],b3);
endmodule
File: run.sh
#!/bin/bash
# OpenROAD 26Q1-2900-gdf79404cd8, Yosys 0.63+post, stock flow scripts
make -C /OpenROAD-flow-scripts/flow DESIGN_CONFIG=/design/flow/config.mk WORK_HOME=/design/flow/orfs finish
==> commit_impl_results.txt <==
Update PnR metrics after Yosys + OpenROAD run

- The number of setup buffers added after CTS is 0.
- Register area: 0 um^2
* Total wirelength of the detailed-routed design: just over 400 um
- In this run, distinct cell masters in the synthesized netlist total 3.
- Bufs and invs on worst path: 4
* Reported max-cap violation count: 0
- Slew HR: 93.2%
- VDD sags by at most 0.0296 mV.
- Largest net degree at the start of global routing: 2
- Walking the worst path, the cells encountered are clkdlybuf4s50_1, fa_1, inv_1, fa_1, fa_1, inv_1, fa_1, clkdlybuf4s50_1.
- Unrepaired setup endpoints after global routing: false
- The first global-routing pass estimated roughly 660 um of wire.
- Die boundary height: around 80 um
- Ys cells: 18
- Per the final layout report, the fraction of cells sized above drive strength 1 comes to 0%.
- Post-route fraction of the period consumed by the critical path: 86.2%
* Syn_area_per_cell: 8.20 um^2
- The mapped netlist covers 148 um^2.
- Number of inserted filler cells in the final layout: a little over 400
- Looking at hold timing, the worst path starts from X[1].
- Number of sequential storage elements: 0
- Adding up every negative setup slack in the final design gives 0 ns.
- Once the floorplan was initialized, standard cells occupied 4.32% of the core.
- According to the timing report, the data required time at the worst endpoint equals 4.08 ns.
- Minimum period implied by the final worst setup slack: ~4.4 ns
* Number of failing setup endpoints in the final timing report: 0
* Outcome: completed
- Standard cell core area: 3420 um^2
- The stat command in Yosys gives a chip area of 148 um^2.
- GRT Resource Usage Total: ~1.3%
- In the power breakdown, the internal column shows 19.9 uW.
- The floorplan has 21 rows.
- In this run the worst path has a maximum fanout of 1.
- Pins Over Slew Limit: 0
- Routed length per instance: roughly 5.4 um
- Gate count of the mapped netlist: 18
- The kind of cell with the highest combined delay along the critical path is adder cells.
* HPWL reported at the end of detailed placement: 397 um
- Hold/Removal Path Class: in2out
- Largest cells by area after synthesis: sky130_fd_sc_hd__fa_1 54%, sky130_fd_sc_hd__inv_1 25%, sky130_fd_sc_hd__buf_4 20%
- Sequential cells account for 0% of the total power.
- Area growth syn-to-layout: 114%
- Clk pwr share: 0%
- CP startpoint: X[0]
- Number of global-route vias before repair: 140
* Library cell with the largest summed area after synthesis: sky130_fd_sc_hd__fa_1
- Highest-count logic cell in the final layout: sky130_fd_sc_hd__clkdlybuf4s50_1
- # hold bufs at CTS: 0
* Sequential-to-total area share from yosys stat: 0%
- Count of boundary I/O pins: 14
* Critical-path cell with the highest stage delay: sky130_fd_sc_hd__clkdlybuf4s50_1
- Worst EP arrival: 3.38 ns
- Detailed-route iteration 0 reported a violation count of 0.
- Cell repeated most along the worst path: sky130_fd_sc_hd__fa_1
- Via count: 118
- For this design the total switching power over the nets is 7.59 uW.
* Max-area cell share: 54.2%
- Power spread over the standard cell area amounts to 87.3 nW/um^2.
* Max incr delay on CP: 0.48 ns
* Chip area: 6400 um^2
* Startpoint type of the worst setup path: primary input
- Static leakage: 0.000137 uW
- Ranking logic cells in the layout by count gives the top entries 14 x sky130_fd_sc_hd__clkdlybuf4s50_1, 10 x sky130_fd_sc_hd__inv_1, 4 x sky130_fd_sc_hd__fa_1.
* Count of final hold-check violations: 0
- Worst Max-Slew Pin Slew: roughly 0.1 ns
* Count of clock-net buffers in the final layout: 0
* Number of OpenROAD warnings: 32
* Combinational cell fraction of total power: 100.0%
- Per the detail_route report, DRC violations left total 0.
* Switching fraction of total power: 27.6%
* Critical path capture point type: output port
- Routed via count divided by cell count: 1.59
- GP Congestion: 0.747
- X dimension of the die: 80 um
* CTS resizes: 0
- Grt ovf: 0
- Number of diodes added for antenna fixing: 0
* Category of the critical setup timing path: in2out
- Setup slack closes at 0.703 ns.
- The count of nets left with antenna violations once routing finished came out at 0.
* Antenna violations before repair: 0
- FMAX: 227 MHz
- Setup Slack @ Placement: 0.665 ns
- First-pass iteration count of the detailed router: 1
- The Yosys step of the flow raised 0 warnings.
* PortBufs: 14
tightest hold or removal path: stages:
cell and delay, ns:
sky130_fd_sc_hd__clkdlybuf4s50_1 0.40, sky130_fd_sc_hd__inv_1 0.08, sky130_fd_sc_hd__fa_1 0.16, sky130_fd_sc_hd__inv_1 0.03
sky130_fd_sc_hd__clkdlybuf4s50_1 0.39
through the flow:
stage          total power [uW]  instance area (um^2)  cells  utilization (%)  hold WS, ns
6_report                   27.5                   315     74             9.23         3.10
5_1_grt                    32.4                   315     74             9.23         3.14
4_1_cts                    28.5                   315     74             9.23         3.11
3_5_place_dp               28.5                   315     74             9.23         3.10
3_3_place_gp               28.5                   315     74             9.23         3.10
2_1_floorplan              13.5                   148     18                -         2.20
worst paths after layout:
check	endpoint	slack [ns]	depth (start not counted)
max	Diff[3]	0.70	8
min	Diff[1]	3.10	5
cell usage after synthesis:
master,instances
sky130_fd_sc_hd__fa_1,4
sky130_fd_sc_hd__buf_4,4
sky130_fd_sc_hd__inv_1,10
cell type report:
cell class	count	area, um^2	share of cell area, %
inverter	10	37.5	11.9
multi-input combinational	4	80.1	25.4
tap	46	57.6	18.3
timing repair buffer	14	140	44.4
layer usage:
layer  up-vias  wire length [um]  track usage [%]  part of all wire (%)
met4         0                 0                0                     0
met2        14                75             1.12                    19
met3         0               104             1.02                    26
li1         60                 -                -                     -
met1        44               223             2.20                    55
met5         -                 0                0                     0
cell families after synthesis:
kind of cell / Yosys count / synth area share (%)
adders and majority gates: 4 / 54.2
buffers and inverters: 14 / 45.8
power by group through the flow:
stage / Combinational, uW / Clock [uW] / Sequential (uW)
CTS: 28.5 / 0 / 0
global route: 32.4 / 0 / 0
finish: 27.5 / 0 / 0
Power and IR drop assume default switching activity.
